[run.sh]
#!/bin/bash
# OpenROAD 26Q1-2900-gdf79404cd8, Yosys 0.63+post, stock flow scripts
make -C /OpenROAD-flow-scripts/flow DESIGN_CONFIG=/design/flow/config.mk WORK_HOME=/design/flow/orfs finish
[config.mk]
export PLATFORM = sky130hd
export DESIGN_NAME = memcpy_engine
export DESIGN_NICKNAME = memcpy_engine
export VERILOG_FILES = /design/flow/design.v
export SDC_FILE = /design/flow/constraint.sdc
export NUM_CORES = 4
export LEC_CHECK = 1
export CORE_UTILIZATION = 40
[constraint.sdc]
current_design memcpy_engine

set clk_period 8.4
set clk_io_pct 0.2

create_clock -name clk0 -period $clk_period [get_ports {clk}]

set non_clock_inputs [all_inputs -no_clocks]
set_input_delay [expr $clk_period * $clk_io_pct] -clock clk0 $non_clock_inputs
set_output_delay [expr $clk_period * $clk_io_pct] -clock clk0 [all_outputs]
[design.v]
`timescale 1ns/1ps
module memcpy_engine #(
                       parameter ADDR_WIDTH    = 64,
                       parameter DATA_WIDTH    = 512
                       )
                      (
                       input                           clk            ,
                       input                           rst_n          , 
                       input      [ADDR_WIDTH - 1:0]   memcpy_src_addr,
                       input      [ADDR_WIDTH - 1:0]   memcpy_tgt_addr,
                       input      [063:0]              memcpy_len     ,  
                       input                           memcpy_start   ,
                       output                          memcpy_done    ,
                       input                           lcl_ibusy      ,
                       output                          lcl_istart     ,
                       output     [ADDR_WIDTH - 1:0]   lcl_iaddr      ,
                       output     [007:0]              lcl_inum       ,
                       input                           lcl_irdy       ,
                       input                           lcl_den        ,
                       output reg                      lcl_idone      ,
                       input                           lcl_obusy      ,
                       output                          lcl_ostart     ,
                       output     [ADDR_WIDTH - 1:0]   lcl_oaddr      ,
                       output     [007:0]              lcl_onum       ,
                       input                           lcl_ordy       ,
                       output reg                      lcl_rden       ,
                       input                           lcl_odone      
                       );
wire wr_on,rd_on;
 reg [7:0] wr_cnt;
 reg wr_end;
 always@(posedge clk or negedge rst_n) 
   if (~rst_n)
     lcl_rden <= 1'b0;
   else if (wr_on | rd_on)
     begin
       if ((lcl_odone) |                                  
           ((wr_cnt == lcl_inum - 8'd1) & lcl_rden))      
         lcl_rden <= 1'b0;
       else 
         lcl_rden <= lcl_ordy & lcl_irdy;
     end
   else
     lcl_rden <= 1'b0;
 always@(posedge clk or negedge rst_n)begin  
   if (~rst_n)
     wr_cnt <= 8'd0;
   else if (wr_on)
       if (lcl_den&(~wr_end))
         wr_cnt <= wr_cnt + 8'd1;
   else
     wr_cnt <= 8'd0;
 end
 always@(posedge clk or negedge rst_n)   
   if (~rst_n)
     begin
       wr_end <= 1'b0;
       lcl_idone <= 1'b0;
     end
   else 
     begin
       wr_end <= ((wr_cnt == lcl_inum - 8'd1) & lcl_den);
       lcl_idone <= wr_end;
     end
 memcpy_statemachine mrd_st(
                            .clk          (clk            ),
                            .rst_n        (rst_n          ), 
                            .memcpy_start (memcpy_start   ),
                            .memcpy_len   (memcpy_len     ),
                            .memcpy_addr  (memcpy_src_addr),
                            .burst_busy   (lcl_obusy      ),
                            .burst_start  (lcl_ostart     ),
                            .burst_len    (lcl_onum       ),
                            .burst_addr   (lcl_oaddr      ),
                            .burst_on     (rd_on          ),
                            .burst_done   (lcl_odone      ),
                            .memcpy_done  (memcpy_rd_done )
                           );
 memcpy_statemachine mwr_st(
                            .clk          (clk            ),
                            .rst_n        (rst_n          ), 
                            .memcpy_start (memcpy_start   ),
                            .memcpy_len   (memcpy_len     ),
                            .memcpy_addr  (memcpy_tgt_addr),
                            .burst_busy   (lcl_ibusy      ),
                            .burst_start  (lcl_istart     ),
                            .burst_len    (lcl_inum       ),
                            .burst_addr   (lcl_iaddr      ),
                            .burst_on     (wr_on          ),
                            .burst_done   (lcl_idone      ),
                            .memcpy_done  (memcpy_wr_done )
                           );
 assign memcpy_done = memcpy_wr_done && memcpy_rd_done;
endmodule                             
`timescale 1ns/1ps
module memcpy_statemachine(
                           input                 clk          ,
                           input                 rst_n        , 
                           input                 memcpy_start ,
                           input      [63:0]     memcpy_len   ,
                           input      [63:0]     memcpy_addr  ,
                           input                 burst_busy   ,
                           output reg            burst_start  ,
                           output reg [07:0]     burst_len    ,
                           output reg [63:0]     burst_addr   ,
                           output                burst_on     ,
                           input                 burst_done   ,
                           output reg            memcpy_done
                           );
 reg [06:0] cstate,nstate;
 reg [63:0] end_addr;
 reg [63:0] current_addr;
 reg [07:0] current_len;
 reg [63:0] next_boundary;
 reg [63:0] end_boundary;
 reg [63:0] end_aligned;
 reg [00:0] last_burst;
 parameter IDLE   = 7'h01, 
           INIT   = 7'h02,
           N4KB   = 7'h04,
           CLEN   = 7'h08,
           START  = 7'h10,
           INPROC = 7'h20,
           DONE   = 7'h40;
 always@(posedge clk or negedge rst_n) 
   if (~rst_n)
     cstate <= IDLE;
   else 
     cstate <= nstate;
 always@* 
   case(cstate)
     IDLE      : 
                   if (memcpy_start)
                     nstate = INIT;
                   else 
                     nstate = IDLE;
     INIT      :
                   if (memcpy_len == 64'd0)
                     nstate = IDLE;
                   else
                     nstate = N4KB;
     N4KB      :
                     nstate = CLEN;
     CLEN      :
                   if (~burst_busy)
                     nstate = START;
                   else
                     nstate = CLEN;
     START     :
                     nstate = INPROC;
     INPROC    : 
                   if (burst_done)
                     nstate = DONE;
                   else 
                     nstate = INPROC;
     DONE      : 
                   if (last_burst)
                     nstate = IDLE;
                   else 
                     nstate = N4KB;
     default      :
                     nstate = IDLE;
     endcase
 always@(posedge clk or negedge rst_n) 
   if (~rst_n)
     end_addr <= 64'd0;
   else 
     case (cstate)
       INIT : end_addr <= memcpy_addr + memcpy_len;
     endcase
 always@(posedge clk or negedge rst_n) 
   if (~rst_n)
     current_addr <= 64'd0;
   else 
     case (cstate)
       INIT : current_addr <= {memcpy_addr[63:6],6'd0};    
       DONE : current_addr <= next_boundary;
     endcase
 always@(posedge clk or negedge rst_n) 
   if (~rst_n)
     current_len <= 8'd0;
   else 
     case (cstate)
       CLEN : 
          if (next_boundary[63:12]~^end_boundary[63:12])
            current_len <= 8'd64 - current_addr[11:6];    
          else
            current_len <= end_aligned[13:6] - current_addr[13:6];   
     endcase
 always@(posedge clk or negedge rst_n) 
   if (~rst_n)
     begin
       next_boundary <= 64'd0;
       end_boundary <= 64'd0;
       end_aligned <= 64'd0;
     end
   else 
     case (cstate)
       N4KB : 
         begin
           next_boundary <= {current_addr[63:12] + 52'd1, 12'd0};
           end_boundary <= (~|end_addr[11:0])? end_addr : {end_addr[63:12] + 52'd1, 12'd0};    
           end_aligned <= (~|end_addr[5:0])? end_addr : {end_addr[63:6] + 58'd1, 6'd0};   
         end
     endcase
 always@(posedge clk or negedge rst_n) 
   if (~rst_n)
     last_burst <= 1'b0;
   else 
     case (cstate)
       CLEN : 
          if (&(next_boundary[63:12]~^end_boundary[63:12]))
            last_burst <= 1'b1;
          else
            last_burst <= 1'b0;
       DONE   : 
            last_burst <= 1'b0;
     endcase
 always@(posedge clk or negedge rst_n) 
   if (~rst_n)
     begin
       burst_start <= 1'b0;
       burst_addr  <= 64'd0;
       burst_len   <= 8'd0;
     end
   else
     case (cstate)
       START : 
         begin
           burst_start <= 1'b1;
           burst_addr  <= current_addr;
           burst_len   <= current_len;
         end
       default  :
         begin
           burst_start <= 1'b0;
         end
     endcase
 assign burst_on = (cstate == INPROC);
 always@(posedge clk or negedge rst_n) 
   if (~rst_n)
     memcpy_done <= 1'b1;
   else 
     case (cstate)
       START  : memcpy_done <= 1'b0;
       DONE   : if (last_burst)
                  memcpy_done <= 1'b1;
       default:;
     endcase
endmodule
==> results.yml <==
# flow metrics
worst_setup_path:
  worstPathMaxFanout: 4
  critPathCaptureType: "flip-flop"
  critPathRequiredTime_ns: 8.87
  worstPathArrival_ns: 5.78
  cp-start-kind: "input pin"
  critical_path_class: "in2reg"
global_route:
  antenna_found_initial: 16
  grt_use_total_pct: 26.45
  grt_pass1_vias: 29014
  grt_max_degree: 173
  grt-ovfl-total: 0
  grt_pass1_wl_um: 184300
placement:
  place_inst: 5444
  io_buffers: 337
  finalWeightedCongestion: 0.9649
  place_hpwl_um: 93880
final_layout:
  nFillCells: 8607
  layout-drive-gt1-share_pct: 9.857
  post-route-util_pct: 48.32
  syn2layout_area_growth_pct: 19.05
  layoutNonFillerInstCount: 5591
final_timing:
  setup_viol: 0
  tightest_slew_ns: 1.086
  fin_crit_sh_pct: 63.22
  finalCriticalPeriod_ns: 5.310
  fin_setup_tns_ns: 0
  finalClockSkew_ns: 0.02274
  max_freq_ghz: 0.1883
  rsz0062_at_grt: "no"
  hold-worst-slack_ns: 0.3640
  slew_viol_final: 0
  finalHoldViolations: 0
  relSlewSlack_pct: 26.96
synth:
  topCellsByArea: "dfrtp_1 (42%), mux2_2 (6.7%), xnor2_1 (5.6%)"
  yosysCellCount: 3999
  edf_count: 0
  synthTopCellsByCount: "dfrtp_1 (643), nor2_1 (412), a21oi_1 (406), nand2_1 (345), xnor2_1 (243)"
  yosysSeqAreaShare_pct: 42.56
  top_cell_area_share_pct: 42.29
  yosys_warnings: 4
  syn_area_mm2: 0.03805
  synth.most_common_cell: "dfrtp_1"
  synth.avg_cell_area_um2: 9.515
  yosys.area.top_type: "dfrtp_1"
  synth_top_flop_cell: "dfrtp_1"
  async_flop_share_pct: 100.0
  ys_types: 94
  ys_area_mm2: 0.03805
  syn_inst: 3999
  ys.flops: 647
outcome:
  status: "completed"
clock_tree:
  clock_latency_ns: 0.63
  cts_tree: "yes"
  clock-sinks: 647
  ctsResizeCount: 0
  hold_buffers: 0
  cts_buffers: 77
  cts_max_path_buffers: 3
  htreeDepth: 3
  clkTransAtPathRegs_ns: 0.06
  cts_root_buf: "clkbuf_16"
  postCtsSetupRepairBufs: 0
drt:
  ant_nets: 0
  drc_errors: 0
  drt_iter0_markers: 2230
  wl_per_cell_um: 21.81
  wl_um: 122000
  vias: 30364
  via_per_inst: 5.431
  firstDrtPassIters: 5
power:
  peakVddDrop_v: 0.0001317
  leakagePower_nw: 18.53
  powerDensity_mw_per_mm2: 236.4
run:
  warnings: 33
  maxCapViolations: 0
die:
  io_pins: 350
  die_y_um: 310.4
  rows: 112
  initCoreUtil_pct: 40.59
  coreArea_mm2: 0.09375
  chipWidth_um: 310.4
  die_area_mm2: 0.09636
worst_hold_path:
  hp-class: "reg2reg"
==> flip-flops by register name, summed over array words and instances, names as in the netlist, 7 cells and up <==
| register | count |
|---|---|
| mwr_st.current_addr | 58 |
| mrd_st.end_boundary | 52 |
| wr_cnt | 8 |
| mwr_st.next_boundary | 52 |
| mrd_st.cstate | 7 |
| mwr_st.end_addr | 64 |
| mrd_st.current_len | 8 |
| mrd_st.end_addr | 64 |
| mrd_st.current_addr | 58 |
| mwr_st.cstate | 7 |
| mwr_st.burst_len | 8 |
| mrd_st.burst_addr | 58 |
| mwr_st.current_len | 8 |
| mrd_st.next_boundary | 52 |
| mrd_st.end_aligned | 8 |
| mwr_st.burst_addr | 58 |
| mwr_st.end_boundary | 52 |
| mwr_st.end_aligned | 8 |
| mrd_st.burst_len | 8 |
==> critical path, stage by stage <==
cell	delay [ns]
clkdlybuf4s50_1	0.46
ha_1	0.27
fa_1	0.41
a21o_1	0.21
nand4_1	0.15
a21boi_0	0.19
o31ai_1	0.69
a211o_1	0.31
a21oi_1	0.14
a41oi_1	0.51
o21ai_1	0.21
a211o_1	0.33
xnor2_1	0.13
mux2i_1	0.08
==> per-layer routing <==
layer / share of wire (%) / routed length [um] / vias up / track usage, %
li1: - / - / 14660 / -
met1: 47 / 57150 / 14755 / 41.60
met2: 43 / 52180 / 783 / 37.74
met3: 8.0 / 9777 / 146 / 7.145
met4: 2.1 / 2606 / 20 / 4.731
met5: 0.19 / 237 / - / 1.011
==> area by class of cell <==
cell class	instances	area (um2)	share of cell area, %
clock buffers	111	2237	4.939
diodes	5	12.51	0.02762
flip-flops and latches	647	16230	35.82
repair buffers	365	3638	8.032
inverters	90	337.8	0.7458
multi-input cells	3088	20800	45.92
well taps	1254	1569	3.464
clock inverters	31	478.0	1.055
==> path summary, 6_finish.rpt <==
path	slack, ns	end	depth (start not counted)	start
worst min-delay path	0.36	lcl_idone	0	wr_end
worst max register to register	4.47	mrd_st.next_boundary[62]	10	mrd_st.current_addr[20]
worst min register to register	0.36	lcl_idone	0	wr_end
min in group asynchronous	1.01	mwr_st.burst_addr[33]	1	rst_n
worst max-delay path	3.09	mwr_st.end_addr[62]	14	memcpy_len[0]
max in group asynchronous	5.61	mwr_st.burst_addr[7]	3	rst_n
==> where the power goes <==
part	internal, mW	switching, mW	total, mW
clock network	2.20	1.40	3.60
registers	3.77	0.700	4.47
logic	1.35	1.29	2.64
==> cells in the final DEF (no fill, tap or decap), types with 83 or more instances in the layout <==
cell             netlist  layout
dfrtp_1              643     635
nor2_1               412     412
a21oi_1              406     406
nand2_1              345     345
clkdlybuf4s50_1        0     336
xnor2_1              243     243
xor2_1               228     228
mux2_2               227     227
o21ai_0              203     203
ha_1                 152     152
mux2i_1              124     124
nand3_1              112     112
inv_1                 89      89
nand4_1               83      83
==> logic make-up after synthesis <==
kind of cell	Yosys count	synth area share, %
buf+inv	275	2.881
simple gates	1235	15.15
mux	352	10.02
other cells	1	0.009855
flops	647	42.56
xor+xnor	471	10.84
compound gates	862	13.33
fa+ha+maj	156	5.209
==> stage by stage <==
step,total power [mW],worst slack (ns),instance area [um2]
finish,10.71,3.090,45300
global route,11.31,2.806,45290
floorplan,5.825,4.041,38090
global placement,7.129,2.535,42570
CTS,10.80,3.167,45290
detailed placement,7.153,2.522,42570
Power is estimated from default activity; no workload was simulated.
