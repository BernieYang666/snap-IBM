<file path="/design/flow/design.v">
`timescale 1ns/1ps
module axi_lite_slave #(
    parameter DATA_WIDTH = 32,
    parameter ADDR_WIDTH = 32
)(
                      input             clk                   ,
                      input             rst_n                 ,
                      output reg        s_axi_awready         ,   
                      input      [ADDR_WIDTH - 1:0] s_axi_awaddr          ,
                      input      [02:0] s_axi_awprot          ,
                      input             s_axi_awvalid         ,
                      output reg        s_axi_wready          ,
                      input      [DATA_WIDTH - 1:0] s_axi_wdata           ,
                      input      [(DATA_WIDTH/8) - 1:0] s_axi_wstrb           ,
                      input             s_axi_wvalid          ,
                      output     [01:0] s_axi_bresp           ,
                      output reg        s_axi_bvalid          ,
                      input             s_axi_bready          ,
                      output reg        s_axi_arready         ,
                      input             s_axi_arvalid         ,
                      input      [ADDR_WIDTH - 1:0] s_axi_araddr          ,
                      input      [02:0] s_axi_arprot          ,
                      output reg [DATA_WIDTH - 1:0] s_axi_rdata           ,
                      output     [01:0] s_axi_rresp           ,
                      input             s_axi_rready          ,
                      output reg        s_axi_rvalid          ,
                      output            pattern_memcpy_enable ,
                      output     [63:0] pattern_source_address,
                      output     [63:0] pattern_target_address,
                      output     [63:0] pattern_total_number  , 
                      input             pattern_memcpy_done   ,
                      input             i_app_ready           ,
                      input      [31:0] i_action_type         ,
                      input      [31:0] i_action_version      ,
                      output     [31:0] o_snap_context
                      );
 wire[31:0] write_data_snap_status;
 wire[31:0] write_data_snap_int_enable;
 wire[31:0] write_data_snap_context;
 wire[31:0] write_data_control;
 wire[63:0] write_data_pattern_source_address;
 wire[63:0] write_data_pattern_target_address;
 wire[31:0] write_data_pattern_total_number;
 reg [31:0] write_address;
 wire[31:0] wr_mask;
 wire[31:0] REG_snap_status_rd;
 wire       idle;
 reg        idle_q;
 reg        app_done_q;
 reg        app_start_q;
 reg        reg_snap_status_bit0;
     reg [31:0] REG_snap_status           ;   
     reg [31:0] REG_snap_int_enable       ;   
     reg [31:0] REG_snap_context          ;   
     reg [63:0] REG_control               ;   
     reg [63:0] REG_pattern_source_address;   
     reg [63:0] REG_pattern_target_address;   
     reg [63:0] REG_pattern_total_number  ;   
     reg [63:0] REG_status                ;   
 parameter ADDR_SNAP_STATUS              = 32'h00,
           ADDR_SNAP_INT_ENABLE          = 32'h04,
           ADDR_SNAP_ACTION_TYPE         = 32'h10,
           ADDR_SNAP_ACTION_VERSION      = 32'h14,
           ADDR_SNAP_CONTEXT             = 32'h20,
           ADDR_STATUS_L                 = 32'h30,
           ADDR_STATUS_H                 = 32'h34,
           ADDR_CONTROL                  = 32'h38,   
           ADDR_PATTERN_SOURCE_ADDRESS_L = 32'h48,
           ADDR_PATTERN_SOURCE_ADDRESS_H = 32'h4C,
           ADDR_PATTERN_TARGET_ADDRESS_L = 32'h50,
           ADDR_PATTERN_TARGET_ADDRESS_H = 32'h54,
           ADDR_PATTERN_TOTAL_NUMBER     = 32'h68;
 assign pattern_memcpy_enable  = REG_control[0];
 assign pattern_source_address = REG_pattern_source_address;
 assign pattern_target_address = REG_pattern_target_address;
 assign pattern_total_number   = REG_pattern_total_number;
 assign o_snap_context         = REG_snap_context;
 always@(posedge clk)
   begin
     REG_status <= {
                    63'd0,
                    pattern_memcpy_done
                   };
   end
 always@(posedge clk or negedge rst_n)
   if(~rst_n)
     write_address <= 32'd0;
   else if(s_axi_awvalid & s_axi_awready)
     write_address <= s_axi_awaddr;
 always@(posedge clk or negedge rst_n)
   if(~rst_n)
     s_axi_awready <= 1'b0;
   else if(s_axi_awvalid)
     s_axi_awready <= 1'b1;
   else if(s_axi_wvalid & s_axi_wready)
     s_axi_awready <= 1'b0;
 always@(posedge clk or negedge rst_n)
   if(~rst_n)
     s_axi_wready <= 1'b0;
   else if(s_axi_awvalid & s_axi_awready)
     s_axi_wready <= 1'b1;
   else if(s_axi_wvalid)
     s_axi_wready <= 1'b0;
 assign wr_mask = {{8{s_axi_wstrb[3]}},{8{s_axi_wstrb[2]}},{8{s_axi_wstrb[1]}},{8{s_axi_wstrb[0]}}};
 assign write_data_snap_status            = {(s_axi_wdata&wr_mask)|(~wr_mask&REG_snap_status)}; 
 assign write_data_snap_int_enable        = {(s_axi_wdata&wr_mask)|(~wr_mask&REG_snap_int_enable)}; 
 assign write_data_snap_context           = {(s_axi_wdata&wr_mask)|(~wr_mask&REG_snap_context)}; 
 assign write_data_control                = {(s_axi_wdata&wr_mask)|(~wr_mask&REG_control)}; 
 assign write_data_pattern_source_address = {(s_axi_wdata&wr_mask)|(~wr_mask&REG_pattern_source_address)};     
 assign write_data_pattern_target_address = {(s_axi_wdata&wr_mask)|(~wr_mask&REG_pattern_target_address)};     
 assign write_data_pattern_total_number   = {(s_axi_wdata&wr_mask)|(~wr_mask&REG_pattern_total_number)}; 
 always@(posedge clk or negedge rst_n)
   if(~rst_n)
     begin
       REG_snap_status            <= 32'd0;
       REG_snap_int_enable        <= 32'd0;
       REG_snap_context           <= 32'd0;
       REG_control                <= 64'd0; 
       REG_pattern_source_address <= 64'd0;  
       REG_pattern_target_address <= 64'd0; 
       REG_pattern_total_number   <= 64'd0; 
     end
   else if(s_axi_wvalid & s_axi_wready)
     case(write_address)
       ADDR_SNAP_STATUS              : REG_snap_status <= write_data_snap_status;
       ADDR_SNAP_INT_ENABLE          : REG_snap_int_enable <= write_data_snap_int_enable;
       ADDR_SNAP_CONTEXT             : REG_snap_context <= write_data_snap_context;
       ADDR_CONTROL                  : REG_control                <= 
                                           {32'd0,write_data_control};
       ADDR_PATTERN_SOURCE_ADDRESS_H : REG_pattern_source_address <= 
                                           {write_data_pattern_source_address,REG_pattern_source_address[31:00]};
       ADDR_PATTERN_SOURCE_ADDRESS_L : REG_pattern_source_address <= 
                                           {REG_pattern_source_address[63:32],write_data_pattern_source_address};
       ADDR_PATTERN_TARGET_ADDRESS_H : REG_pattern_target_address <= 
                                           {write_data_pattern_target_address,REG_pattern_target_address[31:00]};
       ADDR_PATTERN_TARGET_ADDRESS_L : REG_pattern_target_address <= 
                                           {REG_pattern_target_address[63:32],write_data_pattern_target_address};
       ADDR_PATTERN_TOTAL_NUMBER     : REG_pattern_total_number   <= 
                                           {32'd0,write_data_pattern_total_number};
       default :;
     endcase
assign idle = ~(|(REG_control[2:0]));
always @(posedge clk or negedge rst_n) begin
    if (~rst_n) begin 
        idle_q <= 0;
        app_start_q <= 0;
        reg_snap_status_bit0 <= 0;
        app_done_q <= 0;
    end else begin
        idle_q <= idle;
        reg_snap_status_bit0 <= REG_snap_status[0];
        if ((REG_status[0] == 1)) begin
            app_done_q <= 1;
        end else begin
            app_done_q <= 0;
        end
        if ((reg_snap_status_bit0 == 0) && (REG_snap_status[0] == 1)) begin
            app_start_q <= 1;
        end
        if ((idle_q == 1) && (idle == 0)) begin
            app_start_q <= 0;
        end
    end
end
assign REG_snap_status_rd = {REG_snap_status[31:4], i_app_ready, idle_q, app_done_q, app_start_q};
 always@(posedge clk or negedge rst_n)
   if(~rst_n)
     s_axi_rdata <= 32'd0;
   else if(s_axi_arvalid & s_axi_arready)
     case(s_axi_araddr)
       ADDR_SNAP_STATUS         : s_axi_rdata <= REG_snap_status_rd[31:0]; 
       ADDR_SNAP_INT_ENABLE     : s_axi_rdata <= REG_snap_int_enable[31:0]; 
       ADDR_SNAP_ACTION_TYPE    : s_axi_rdata <= i_action_type; 
       ADDR_SNAP_ACTION_VERSION : s_axi_rdata <= i_action_version; 
       ADDR_SNAP_CONTEXT        : s_axi_rdata <= REG_snap_context[31:0]; 
       ADDR_STATUS_L            : s_axi_rdata <= REG_status[31:0]; 
       ADDR_STATUS_H            : s_axi_rdata <= REG_status[63:32]; 
       default                  : s_axi_rdata <= 32'h5a5aa5a5;
     endcase
 always@(posedge clk or negedge rst_n)
   if(~rst_n)
     s_axi_arready <= 1'b1;
   else if(s_axi_arvalid)
     s_axi_arready <= 1'b0;
   else if(s_axi_rvalid & s_axi_rready)
     s_axi_arready <= 1'b1;
 always@(posedge clk or negedge rst_n)
   if(~rst_n)
     s_axi_rvalid <= 1'b0;
   else if (s_axi_arvalid & s_axi_arready)
     s_axi_rvalid <= 1'b1;
   else if (s_axi_rready)
     s_axi_rvalid <= 1'b0;
 always@(posedge clk or negedge rst_n)
   if(~rst_n) 
     s_axi_bvalid <= 1'b0;
   else if(s_axi_wvalid & s_axi_wready)
     s_axi_bvalid <= 1'b1;
   else if(s_axi_bready)
     s_axi_bvalid <= 1'b0;
 assign s_axi_bresp = 2'd0;
 assign s_axi_rresp = 2'd0;
endmodule
</file>
<file path="/design/flow/run.sh">
#!/bin/bash
# OpenROAD 26Q1-2900-gdf79404cd8, Yosys 0.63+post, stock flow scripts
make -C /OpenROAD-flow-scripts/flow DESIGN_CONFIG=/design/flow/config.mk WORK_HOME=/design/flow/orfs finish
</file>
<file path="/design/flow/config.mk">
export PLATFORM = sky130hd
export DESIGN_NAME = axi_lite_slave
export DESIGN_NICKNAME = axi_lite_slave
export VERILOG_FILES = /design/flow/design.v
export SDC_FILE = /design/flow/constraint.sdc
export NUM_CORES = 4
export LEC_CHECK = 1
export CORE_UTILIZATION = 40
</file>
<file path="/design/flow/constraint.sdc">
current_design axi_lite_slave

set clk_period 6.0
set clk_io_pct 0.2

create_clock -name clk0 -period $clk_period [get_ports {clk}]

set non_clock_inputs [all_inputs -no_clocks]
set_input_delay [expr $clk_period * $clk_io_pct] -clock clk0 $non_clock_inputs
set_output_delay [expr $clk_period * $clk_io_pct] -clock clk0 [all_outputs]
</file>
==> run summary <==
flow finished, numbers: Post-CTS Hold Buffers 0, critical path required time 6.41 ns, detailed-route vias per instance 5.287, total design power 0.005201 W, source-to-sink clock delay at the later pin of the worst-skew pair 0.53 ns, chip footprint 38590 sq um, layout overhead on the synthesized area 38.70%, most used flip-flop cell sky130_fd_sc_hd__dfrtp_1, amount of wire on met2 after detailed routing 21590 um, Slew @ Worst Pin 0.8660 ns, number of global-route vias before repair 10970, number of flops mapped to enable cells by yosys 0, Log Warnings 33, Clock Sinks 330, worst slew margin relative to its limit 42.03%, start point of the critical path s_axi_wvalid, area of the core 36870 sq um, yosys stat cell total 1096, cell count after synthesis 1096, number of distinct library cells after synthesis 49, die boundary width 196.4 um, Switch Pwr 0.001173 W, first-iteration detailed-routing DRC count 372, sum of negative setup slack 0 ns, met1 wire length 20220 um, critical path class in2reg, Critical Path AT 3.91 ns, total congestion overflow 0, overall routing resource usage 25.29%, type of the tightest min-delay check reg2reg, result of the run complete, no violations, count of maximum capacitance violations 0, global-route wire length before repair 70350 um, Final ANT Viol Nets 0, Min-Delay Startpoint REG_status, kind of start point of the critical path input port, delay contributed by the slowest stage of the critical path 0.58 ns, number of remaining DRC errors 0, number of synthesized register bits 330, Worst R2R Start write_address[2], die extent in y 196.4 um, number of warnings printed during yosys synthesis 1, number of buffers inserted during clock tree synthesis 38, list of cells traversed by the critical path clkdlybuf4s50_1 -> or4bb_1 -> or4_1 -> nor3_4 -> buf_4 -> mux2_2, sum of buffers and inverters on the critical path 2, switching part of the total 22.56%, maximum fanout along the worst path 32, largest net degree at the start of global routing 107, starting density of the core 41.01%, critical path's slowest cell sky130_fd_sc_hd__or4_1, worst-case vdd ir drop 0.0002105 V, highest-count logic cell in the final layout sky130_fd_sc_hd__clkdlybuf4s50_1, Wirelength per Cell 22.76 um, number of iterations in the first detailed-routing pass 4, power share of the combinational group 8.8%, top layer reached by signal wires met5, sequential power share 45.2%, fraction of final layout cells sized beyond drive strength 1 31.58%, commonest cells after routing, fill and taps aside sky130_fd_sc_hd__clkdlybuf4s50_1 (399), sky130_fd_sc_hd__mux2_2 (356), sky130_fd_sc_hd__dfrtp_1 (328), share of the yosys chip area belonging to registers 54.58%, ratio of final minimum period to clock period 58.26%, placer congestion estimate 0.8334, share of power burned in the clock network 46.0%, final hold vios 0, Clock Skews 0.008090 ns, setup repair after global routing missed its margin false, leakage component of the power 9.435 nW, number of gates given a new drive strength after cts 0, Final Critical Period 3.496 ns, I/O pins 445, Port-buffer cells 402, count of placed standard cells including taps 1972, clock edge transition at the registers on the reported setup and hold paths 0.06 ns, Post-Route WL 46520 um, highest achievable clock rate 286.1 MHz, H-tree depth 2, Post-synth ARST share 99.70%, clock tree from TritonCTS done, met3 routed WL 3717 um, root buffer selected by CTS sky130_fd_sc_hd__clkbuf_16, Setup Viol. Count Final 0, HPWL after detailed placement 32560 um, setup fix buffers added after clock tree synthesis 0, Power per Cell Area 248.0 nW/um^2, number of vias in the routed layout 10810, post-synthesis instance area 15120 sq um, antenna violations before repair 5, final max-slew violation count 0, internal power 0.004028 W, deepest clock path buffer count 3, Yosys chip area 15120 sq um, worst-case hold slack 0.3675 ns, end-of-flow core utilization 56.88%, CP top delay family simple AND/OR/NAND/NOR gates, row count 70, Critical Path Sink Type register, Post-Synthesis Mean Instance Area 13.80 sq um, final standard cell count with taps included and fillers excluded 2044
==> routing by layer <==
| layer | vias to the layer above | global-route usage (%) |
|---|---|---|
| li1 | 4907 | - |
| met3 | 58 | 6.530 |
| met1 | 5487 | 38.25 |
| met2 | 353 | 38.31 |
| met4 | 2 | 5.266 |
| met5 | - | 0 |
==> cell families (layout without fill, tap and decap cells) <==
kind of cell | count (synthesis) | count (layout) | synth area share (%)
and+or+nand+nor | 185 | 185 | 8.489
other | 1 | 40 | 0.02480
muxes | 394 | 394 | 29.07
AOI/OAI and AO/OA | 87 | 87 | 4.394
buffers and inverters | 99 | 504 | 3.434
DFF | 330 | 330 | 54.58
==> synthesized netlist by cell type (11+ instances only) <==
| library cell | n | share of area, % |
|---|---|---|
| sky130_fd_sc_hd__buf_4 | 36 | 1.8 |
| sky130_fd_sc_hd__mux2_2 | 356 | 27 |
| sky130_fd_sc_hd__nand4_1 | 31 | 1.3 |
| sky130_fd_sc_hd__nor4_1 | 17 | 0.70 |
| sky130_fd_sc_hd__clkbuf_1 | 39 | 0.97 |
| sky130_fd_sc_hd__o21ai_0 | 19 | 0.63 |
| sky130_fd_sc_hd__nor2_1 | 23 | 0.57 |
| sky130_fd_sc_hd__dfrtp_1 | 328 | 54 |
| sky130_fd_sc_hd__mux2i_1 | 32 | 2.1 |
| sky130_fd_sc_hd__nor3_1 | 25 | 0.83 |
| sky130_fd_sc_hd__and2_1 | 11 | 0.46 |
| sky130_fd_sc_hd__a31oi_1 | 16 | 0.66 |
| sky130_fd_sc_hd__a221oi_1 | 23 | 1.3 |
==> stage by stage <==
stage,setup slack (ns),area [sq um]
global placement,1.980,19660
finish,2.504,20970
floorplan,2.870,15250
detailed placement,1.948,19660
global route,2.414,20970
CTS,2.513,20960
==> final cells by class <==
type	instances	area (sq um)
flip-flops and latches	330	8254
well taps	504	630.6
clock inverters	5	75.07
clock buffers	63	1229
inverters	7	26.28
multi-input cells	702	6515
repair buffers	429	4234
fillers	3013	15900
diodes	4	10.01
==> worst paths after layout <==
kind / end / slack [ns] / depth (start not counted)
worst max-delay path: REG_pattern_source_address[35] / 2.50 / 6
worst max register to register: REG_pattern_target_address[26] / 2.97 / 4
worst min register to register: app_done_q / 0.37 / 0
min in group asynchronous: REG_pattern_source_address[52] / 0.66 / 1
max in group asynchronous: asynchronous set/reset pin / 4.13 / 2
worst min-delay path: app_done_q / 0.37 / 0
==> power groups by stage <==
stage	registers, W	logic, W	clock network (W)
CTS	0.00235	0.000467	0.00246
global route	0.00236	0.000503	0.00255
finish	0.00235	0.000458	0.00239
No activity file was given, so power comes from the tool's default toggle rates.
